File: flow/run.sh
#!/bin/bash
# OpenROAD 26Q1-2900-gdf79404cd8, Yosys 0.63+post, stock flow scripts
make -C /OpenROAD-flow-scripts/flow DESIGN_CONFIG=/design/flow/config.mk WORK_HOME=/design/flow/orfs finish
File: flow/config.mk
export PLATFORM = sky130hd
export DESIGN_NAME = adder3
export DESIGN_NICKNAME = adder3
export VERILOG_FILES = /design/flow/design.v
export SDC_FILE = /design/flow/constraint.sdc
export NUM_CORES = 4
export LEC_CHECK = 1
export CORE_AREA = 10 10 70 70
export DIE_AREA = 0 0 80 80
File: flow/constraint.sdc
current_design adder3

set clk_period 1.5
set clk_io_pct 0.2

create_clock -name clk0 -period $clk_period

set non_clock_inputs [all_inputs -no_clocks]
set_input_delay [expr $clk_period * $clk_io_pct] -clock clk0 $non_clock_inputs
set_output_delay [expr $clk_period * $clk_io_pct] -clock clk0 [all_outputs]
File: flow/design.v
module adder3(carryin,X,Y,S,carryout);
	parameter n = 3;
	input carryin;
	input [n-1:0] X,Y;
	output reg [n-1:0]S;
	output reg carryout;
	reg [n:0] C;
	integer k;
	always @(X or Y or carryin)
	begin
		C[0] = carryin;
		for (k = 0; k <= n-1; k = k+1)
		begin
			S[k] = X[k] ^ Y[k] ^ C[k];
			C[k+1] = (X[k] & Y[k]) | (C[k] & X[k]) | (C[k] & Y[k]);
		end
		carryout = C[n];
	end
endmodule
==> impl_metrics.toml <==
# flow metrics
[setup_path]
crit_arrival_ns = 1.68
cp_slowest_cell = "fa_1"
crit_chain = "buf_8 > inv_8 > fa_2 > inv_2 > fa_2 > inv_2 > fa_1 > inv_1 > buf_2"
cpPeakStageDelay_ns = 0.47
critPathCaptureType = "primary output"
crit_family = "adder cells"
path_buffers = 6
path_max_fanout = 1
crit_required_ns = 1.20
path_class = "in2out"
crit_path_start_kind = "input pin"

[global_routing]
grt_use_total_pct = 1.136
grt_pass1_wl_um = 565
overflow = 0
grt_pass1_vias = 102
antenna_found_initial = 0
grt_max_degree = 2

[timing]
post-route-period-util_pct = 132.1
slew_violations = 0
tns_ns = -1.041
rsz0062_at_grt = "yes"
setup_viol = 3
min_period_ns = 1.981
max_freq_ghz = 0.5047
hold_viol_final = 0
max_slew.worst_pin.slew_ns = 0.08869
max-slew-margin-rel_pct = 94.09
setup_ws_ns = -0.4814

[layout]
drive_above_1_share_pct = 54.17
fin_util_pct = 7.656
final_cell_area_um2 = 261.5
clkbuf_count = 0
stdcell_count = 70
flops = 0
regArea_um2 = 0
syn2layout_area_growth_pct = 167.9

[place]
dpl_cell_area_um2 = 277.8
dp_hpwl_um = 354.4
place.gp.congestion = 0.7403
dp.cells = 70
portBuffers = 11

[power]
peakVddDrop_uv = 97.53
switchingPower_uw = 25.47
total_leakage_power_nw = 0.1220
total_power_uw = 69.42
p_int_uw = 43.94
p_clk_share_pct = 0
comb_power_share_pct = 100.0
p_per_area_nw_per_um2 = 265.5
power_frac_seq_pct = 0
power_switching_share_pct = 36.70

[logic_synthesis]
top_cell = "inv_1"
synth_seq_share_pct = 0
area_leaders = "fa_1 62%, inv_1 38%"
netlist_area_um2 = 97.59
synth_top_area_share_pct = 61.54
yosys_warnings = 1
avgSynthCellArea_um2 = 7.507
ys_cells = 13
common_cells = "10 x inv_1, 3 x fa_1"
synth_area_leader_cell = "fa_1"
synth_cell_types = 2
syn-instance-count = 13
yosys_area_um2 = 97.59

[flow_run]
max_cap_violations = 0
tool_warnings = 35

[hold_path]
whs_path_depth = 5
hold_path_class = "in2out"
min_from = "Y[0]"
hold_end = "S[0]"

[run_status]
violations = "negative setup slack"
status = "complete, but fails checks"

[clock_network]
post_cts_buffers = 0
hold_buffers = 0

[floorplanning]
floorplan.die.height_um = 80
die-area_um2 = 6400
fp_util_pct = 2.857
fp.coreArea_um2 = 3416
std_cell_rows = 21
dieWidth_um = 80
pin_count = 11

[route]
drt-total-wl_um = 352
drc_errors = 0
drt-pass1-iter-count = 2
wl_per_cell_um = 5.029
vias_per_cell = 1.386
drt_iter0_markers = 2
n_antenna_cell = 0
vias = 97
ant_nets = 0
==> worst max path at each step <==
stage       start   end  slack, ns  cells after the start
6_report  carryin  S[2]      -0.48                      9
4_1_cts   carryin  S[2]      -0.51                      9
5_1_grt   carryin  S[2]      -0.55                      9
==> power groups by stage <==
stage / logic [mW] / clock network, mW / registers [mW]
after CTS: 0.0654 / 0 / 0
after global routing: 0.0813 / 0 / 0
final: 0.0694 / 0 / 0
==> area by class of cell <==
class | instances | area, um^2
timing repair buffer | 11 | 93.84
multi-input combinational | 3 | 65.06
tap | 46 | 57.56
fill | 409 | 3154
inverter | 10 | 45.04
==> metal layers <==
| layer | wire [um] | part of all wire (%) | global-route usage (%) |
|---|---|---|---|
| met1 | 253 | 72 | 2.268 |
| met2 | 53 | 15 | 0.9631 |
| met3 | 45 | 13 | 0.3409 |
| met4 | 0 | 0 | 0 |
| met5 | 0 | 0 | 0 |
==> worst min-delay path: cells and delay by family <==
kind / cells / cell delay, ns
fa+ha+maj: 1 / 0.18
buf+inv: 4 / 0.34
==> stage by stage <==
| stage | setup WS (ns) | hold slack (ns) |
|---|---|---|
| after floorplan | -0.2670 | 0.7479 |
| after global placement | -1.361 | 1.646 |
| after detailed placement | -1.392 | 1.665 |
| after CTS | -0.5088 | 1.120 |
| after global routing | -0.5542 | 1.142 |
| final | -0.4814 | 1.117 |
==> layout by cell type (no fill, tap or decap) <==
cell,Yosys,final
inv_8,0,1
dlygate4sd2_1,0,2
fa_1,3,1
buf_2,0,4
buf_6,0,1
clkdlybuf4s50_1,0,2
clkdlybuf4s15_1,0,1
inv_1,10,5
fa_2,0,2
inv_2,0,4
buf_8,0,1
==> cell families (layout without fill, tap and decap cells) <==
group / count (synthesis) / after routing / share of synthesized area (%)
adders and majority gates: 3 / 3 / 61.54
buffers and inverters: 10 / 21 / 38.47
==> timing repair <==
| action | in CTS | in global routing |
|---|---|---|
| resized | 28 | 1 |
| setup endpoints to repair | 4 | 3 |
| pin swaps | 3 | 0 |
Power and IR drop assume default switching activity.
