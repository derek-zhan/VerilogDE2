[run.sh]
#!/bin/bash
# OpenROAD 26Q1-2900-gdf79404cd8, Yosys 0.63+post, stock flow scripts
make -C /OpenROAD-flow-scripts/flow DESIGN_CONFIG=/design/flow/config.mk WORK_HOME=/design/flow/orfs finish
[config.mk]
export PLATFORM = sky130hd
export DESIGN_NAME = lab2demo
export DESIGN_NICKNAME = lab2demo
export VERILOG_FILES = /design/flow/design.v
export SDC_FILE = /design/flow/constraint.sdc
export NUM_CORES = 4
export LEC_CHECK = 1
export CORE_AREA = 10 10 70 70
export DIE_AREA = 0 0 80 80
[constraint.sdc]
current_design lab2demo

set clk_period 1.6
set clk_io_pct 0.2

create_clock -name clk0 -period $clk_period

set non_clock_inputs [all_inputs -no_clocks]
set_input_delay [expr $clk_period * $clk_io_pct] -clock clk0 $non_clock_inputs
set_output_delay [expr $clk_period * $clk_io_pct] -clock clk0 [all_outputs]
[design.v]
module lab2demo(x3,x2,x1,x0,i3,i2,i1,i0,f0,f1,f2,f3,f4,f5,f6,n0,n1,n2,n3,n4,n5,n6);
    input x0,x1,x2,x3,i0,i1,i2,i3;
	 output f0,f1,f2,f3,f4,f5,f6,n0,n1,n2,n3,n4,n5,n6;
	 assign f0= (~x3*~x2*~x1*x0)+(~x3*x2*~x1*~x0)+(x3*x2*~x1*x0)+(x3*~x2*x1*x0);
	 assign f1= (~x3*x2*~x1*x0)+(x3*x2*~x1*~x0)+(x3*x1*x0)+(x2*x1*~x0);
	 assign f2= (~x3*~x2*x1*~x0)+(x3*x2*~x1*~x0)+(x3*x2*x1);
	 assign f3= (~x3*x2*~x1*~x0)+(x3*~x2*x1*~x0)+(~x2*~x1*x0)+(x2*x1*x0);
	 assign f4= (~x3*x2*~x1*~x0)+(x3*~x2*~x1*x0)+(~x3*x0);
	 assign f5= (x3*x2*~x1*x0)+(~x3*~x2*x0)+(~x3*x1*x0)+(~x3*~x2*x1);
	 assign f6= (~x3*x2*x1*x0)+(x3*x2*~x1*~x0)+(~x3*~x2*~x1);
	 assign n0= (~i3*~i2*~i1*~i0)+(i2*i1*~i0);
	 assign n1= (~i1*i0)+(~i2*i1*~i0);
	 assign n2= (~i2*~i1*i0)+(~i2*i1*~i0);
	 assign n3= (~i3*i1*~i0)+(~i3*i2*i1)+(~i3*i2*~i0);
	 assign n4= (i2*~i1*i0)+(~i2*i1*i0)+(i2*i1*~i0);
	 assign n5= (i2*i1*~i0);
	 assign n6= (~i2*~i1*~i0)+(~i3*~i2*i1*~i0)+(~i3*i2*i1);
endmodule
==> notes.md <==
The layout was made with Yosys and OpenROAD.

The flow ran to the end, and the final reports show no timing, DRC or antenna violations. The final hold violation count recorded for this run is 0. For reference, the post-synthesis area per instance comes to 6.256 um2.

The critical setup path kind is input port to output pin. The core box area is 0.003416 mm2. The worst setup path is launched from an input port. From synthesis to final layout, the design area changed by 126.4%. The report lists the power per cell area as 232.6 mW/mm2. The number of antenna violations at the first check in global routing is 0.

The end point of the most critical hold path is n0. Dividing the detail-routed wire length by the instance count gives 8.960 um. The global-route total usage across every layer is 3.440%.

In this run the static leakage power is 0.3243 nW. The slew of the pin with the lowest slew margin is 203.6 ps. The final instance count without filler cells is 125. The core occupancy in the finished layout is 19.49%. The clock tree buffer count of the final layout is 0. Per the timing report, the biggest fanout along the worst path comes to 2. The DRC violation total left in the routed layout is recorded as 0.

The slew check shows that the tightest pin keeps a relative margin of 86.39%. The data required time at the worst endpoint is 1280 ps. The element type at the critical path end is an output pin. The final number of setup-violating endpoints is 0.

Setup repair after global routing left no endpoint under its margin. Dividing the detail-routed via count by the number of cells gives 3.504. The fraction of the cycle the final worst path needs is 96.98%. The post-synthesis cell area is 294.0 um2. The synthesized netlist has a Yosys-reported chip area of 294.0 um2. The minimum clock period after layout is 1552 ps. The number of global-route vias before repair is 417.

The area of the chip is 0.006400 mm2. The number of cells on the worst hold path is 3. In this run the maximum-capacitance check reported violations numbering 0. The horizontal die dimension reported for this design is 80 um.

At the end of routability-driven placement, the weighted congestion stood at 0.8572. The highest attainable clock frequency is 644.5 MHz. The via count of the routed design is 438.

The sum of overflow across all layers after global routing is 0. After technology mapping, the gate count stands at 47. The arrival time of the worst setup path is 1230 ps. In the finished design the tool counted flip-flops and latches totalling 0. The count of yosys warnings during synthesis is 0. The number of search-and-repair iterations in the first detailed-routing pass is 4. Wires add up to 1120 um. The starting DRC count in detailed routing is 4.

The pin count of the biggest net entering global routing is 11. The detail route stage leaves a number of antenna-violating nets equal to 0. The instance count after placement with tap cells included is 125. The worst hold path class is input port to output pin. The layout cell share with drive strength beyond 1 is 43.04%. After floorplanning, the core was divided into 21 placement rows.

The routed design ends up with an antenna cell count of 0. The number of max-slew violations in the final report is 0. Once the floorplan was initialized, standard cells occupied 8.608% of the core. The setup total negative slack is 0 ps. Yosys stat counts 47 cells in the synthesized netlist.

In this run the VDD rail shows a maximum IR drop of 0.06398 mV. Per Yosys stat, the portion of area used by sequential elements is 0%. The post-cts hold buffer count is 0. Summing all flip-flop and latch instances after layout gives 0 um2. Port buffering added 22 buffers. The die span in y is 80 um.

The number of ports placed on the die boundary is 22. The worst hold path startpoint is i0. The number of OpenROAD warnings is 32.

The wire length of the first global-routing pass is 1925 um. Summed over all nets, the half-perimeter wirelength after detailed placement is 971 um. Synthesis instantiated 25 different standard cells from the library.
-- layout make-up --
cell class / count / area [um2]
tap: 46 / 57.56
fill: 392 / 2750
timing repair buffer: 37 / 306.5
inverter: 3 / 11.26
multi-input combinational: 39 / 290.3
-- through the flow --
stage	setup WS (ps)	cell area [um2]	hold slack [ps]	total power, W
floorplan	343.8	294.0	650.6	0.00005817
global placement	-682.1	646.9	1664	0.0001638
detailed placement	-681.2	646.9	1661	0.0001654
CTS	18.35	654.4	1037	0.0001555
global route	3.289	665.6	1053	0.0001736
finish	48.30	665.6	1019	0.0001548
-- power breakdown --
part | leakage [nW] | internal (W) | total, W | switching [W]
clock network | 0 | 0 | 0 | 0
logic | 0.324 | 0.0000953 | 0.000155 | 0.0000595
registers | 0 | 0 | 0 | 0
total | 0.324 | 0.0000953 | 0.000155 | 0.0000595
-- critical path: stages --
cell,delay (ps)
sky130_fd_sc_hd__dlygate4sd2_1,240
sky130_fd_sc_hd__or3_1,360
sky130_fd_sc_hd__a21oi_1,130
sky130_fd_sc_hd__clkdlybuf4s15_1,190
-- cells by family after synthesis --
| logic type | share of synthesized area, % |
|---|---|
| buffers and inverters | 16.59 |
| AOI/OAI and AO/OA | 42.98 |
| muxes | 3.830 |
| and+or+nand+nor | 30.64 |
| xor gates and xnor gates | 5.959 |
-- what timing repair did --
action / 4_1_cts / 5_1_grt
gates resized: 56 / 5
setup endpoints to repair: 14 / 4
gates cloned: 0 / 0
endpoints found under the hold margin: 0 / 0
pin swaps: 7 / 3
buffers inserted: 0 / 0
-- cells in the final DEF (no fill, tap or decap), types with 3 or more instances in the layout --
cell,n
sky130_fd_sc_hd__a21oi_1,4
sky130_fd_sc_hd__nand2_1,3
sky130_fd_sc_hd__buf_6,3
sky130_fd_sc_hd__nand2b_4,3
sky130_fd_sc_hd__buf_4,17
sky130_fd_sc_hd__dlygate4sd2_1,12
sky130_fd_sc_hd__o22ai_1,3
-- routing by layer --
metal  share of wire (%)  track usage [%]
met4                   0                0
met2                  49            5.859
met1                  41            4.219
met3                  10            1.364
met5                   0                0
-- worst max path at each step --
| stage | startpoint | to | cells after the start |
|---|---|---|---|
| CTS | i3 | n0 | 4 |
| global route | i3 | n0 | 4 |
| finish | i3 | n0 | 4 |
-- synthesized netlist by cell type (all sizes together) --
cell    count  area, um2
buf         5      37.53
nand2       5      18.77
a21oi       4      20.02
nand2b      4      25.02
inv         3      11.26
o22ai       3      18.77
a31oi       2      12.51
nand3       2      10.01
nor2        2      7.510
o211ai      2      15.01
or3         2      12.51
xor2        2      17.52
a21boi      1      7.510
a21o        1      7.510
a22oi       1      7.510
mux2        1      11.26
nor4b       1      8.760
o211a       1      10.01
o21a        1      7.510
o21ai       1      5.000
o21bai      1      7.510
o31ai       1      7.510
or4         1      7.510
Power is estimated from default activity; no workload was simulated.
