### flow/run.sh
#!/bin/bash
# OpenROAD 26Q1-2900-gdf79404cd8, Yosys 0.63+post, stock flow scripts
make -C /OpenROAD-flow-scripts/flow DESIGN_CONFIG=/design/flow/config.mk WORK_HOME=/design/flow/orfs finish
### flow/config.mk
export PLATFORM = sky130hd
export DESIGN_NAME = hexdisp
export DESIGN_NICKNAME = hexdisp
export VERILOG_FILES = /design/flow/design.v
export SDC_FILE = /design/flow/constraint.sdc
export NUM_CORES = 4
export LEC_CHECK = 1
export CORE_AREA = 10 10 70 70
export DIE_AREA = 0 0 80 80
### flow/constraint.sdc
current_design hexdisp

set clk_period 1.3
set clk_io_pct 0.2

create_clock -name clk0 -period $clk_period

set non_clock_inputs [all_inputs -no_clocks]
set_input_delay [expr $clk_period * $clk_io_pct] -clock clk0 $non_clock_inputs
set_output_delay [expr $clk_period * $clk_io_pct] -clock clk0 [all_outputs]
### flow/design.v
module hexdisp(x0,x1,x2,x3,f0,f1,f2,f3,f4,f5,f6);
    input x0,x1,x2,x3;
	 output f0,f1,f2,f3,f4,f5,f6;
	 assign f0= (~x3*~x2*~x1*x0)+(~x3*x2*~x1*~x0)+(x3*x2*~x1*x0)+(x3*~x2*x1*x0);
	 assign f1= (~x3*x2*~x1*x0)+(x3*x2*~x1*~x0)+(x3*x1*x0)+(x2*x1*~x0);
	 assign f2= (~x3*~x2*x1*~x0)+(x3*x2*~x1*~x0)+(x3*x2*x1);
	 assign f3= (~x3*x2*~x1*~x0)+(x3*~x2*x1*~x0)+(~x2*~x1*x0)+(x2*x1*x0);
	 assign f4= (~x3*x2*~x1*~x0)+(x3*~x2*~x1*x0)+(~x3*x0);
	 assign f5= (x3*x2*~x1*x0)+(~x3*~x2*x0)+(~x3*x1*x0)+(~x3*~x2*x1);
	 assign f6= (~x3*x2*x1*x0)+(x3*x2*~x1*~x0)+(~x3*~x2*~x1);
endmodule
==> out/metrics.cfg <==
[critical_path]
critPathSlowestCell=o31ai_1
cpMostUsedCell=buf_6
worstPathCellList=buf_8 > buf_6 > buf_6 > xnor2_2 > o31ai_1 > buf_2
crit_path_max_fanout=5
startpoint_type=input pin
path_class=in2out
cpPeakStageDelay_ns=0.20
arrival_ns=1.06
worstSetupEndpointType=output pin
cp_data_required_time_ns=1.04

[sta]
finalClockPeriodUsage_pct=101
max_freq_ghz=0.759
tightest_slew_ns=0.207
rsz0062_at_grt=yes
maxSlewHeadroom_pct=86.0
hold_viol_final=0
fin_crit_ns=1.32
setup_viol=2
setup_ws_ns=-0.0177
drv_slew=0
hold_ws_ns=0.838

[power_and_ir_drop]
swShare_pct=42.8
pwr-share-seq_pct=0
ir_worst_vdd_mv=0.0401
p_leak_nw=0.182
combPwrFrac_pct=100.0
p_switching_mw=0.0570
clkPwrFrac_pct=0
intPower_mw=0.0763
p_total_mw=0.133
powerDensity_nw_per_um2=298

[cells_and_area]
area_growth_pct=120
seq_area_um2=0
seq_cells=0
nClkBuffers=0
stdcell_area_um2=448
drive_gt1_share_pct=54.0

[synth]
top_cells_by_area=nand3_1 (7.4%), o211ai_1 (7.4%), o31ai_1 (7.4%)
seq_area_frac_synth_pct=0
ys_area_um2=204
top_cell_area_share_pct=7.36
netlist_top_cells_count=nand2_1 (3), nand3_1 (3)
syn_area_per_cell_um2=6.18
post_synth_num_cell_types=22
yosysWarnings=0
netlist_instances=33
yosysCellCount=33
synth_area_um2=204
synth.largest_area_cell=nand3_1

[floorplan]
dieWidth_um=80
die_height_um=80
top_level_ports=11
core-area_um2=3420
fp_util_pct=5.97
rows=21
die_area_um2=6400

[routing]
wl_um=835
antenna_cells=0
drc=0
wl_per_cell_um=8.70
vias=296
first_iter_violations=16
dr.pass1.iters=4
via_per_inst=3.08
ant_nets=0

[outcome]
violations=setup timing
status=finished with violations

[grt]
grt_pass1_wl_mm=1.33
busiest_layer=met2
first_global_vias=270
overflow=0
antenna_found_initial=0
track_usage_pct=2.45
grt_max_degree=11
grt_use_met1_pct=3.69
grtUsageMet2_pct=3.77
grtUsageMet3_pct=0.341

[clock_tree]
hold_buffers=0

[placement]
io_buffers=11
post-dp-hpwl_um=682
dpl_cell_area_um2=414
gp_congestion=0.685

[min_path]
worst_hold_path_type=in2out
hold_start=x3
hold_path_end=f2
holdPathStages=4

[job]
maxCapViolations=0
warnings=34

kinds of logic (layout without fill, tap and decap cells):
logic type / count (synthesis) / after routing / synth area share, %
buffers and inverters: 7 / 24 / 20.2
XOR/XNOR: 1 / 1 / 4.30
AND/OR/NAND/NOR: 13 / 13 / 31.9
AND-OR/OR-AND: 11 / 11 / 38.6
adder cells (fa/ha/maj): 1 / 1 / 4.91
layer usage:
metal / vias to the layer above / share of wire, %
met4: 0 / 0
li1: 157 / -
met2: 9 / 44
met3: 0 / 5.4
met5: - / 0
met1: 130 / 51
what timing repair did:
action                                  4_1_cts  5_1_grt
pin swaps                                     8        6
resized                                      47        8
endpoints found under the setup margin        7        7
hold endpoints to repair                      0        0
setup buffers                                 1        0
layout by cell type, fill, tap and decap left out, drive strengths merged, types with 2 or more instances in the layout:
master	netlist	layout
nor2b	2	2
o31ai	2	2
o211ai	2	2
a31oi	2	2
inv	3	3
nor2	2	2
nand2	3	3
buf	3	18
clkdlybuf4s15	0	2
nand3	3	3
final cells by class:
class              instances  area, um^2
fillers                  395        2970
repair buffers            21         184
well taps                 46        57.6
multi-input cells         26         190
inverters                  3        16.3
through the flow:
| step | util, % | cells | setup TNS, ns | setup slack [ns] |
|---|---|---|---|---|
| after global placement | 12.1 | 95 | -5.77 | -0.903 |
| final | 13.1 | 96 | -0.0214 | -0.0177 |
| after global routing | 13.1 | 96 | -0.242 | -0.0567 |
| after CTS | 12.7 | 96 | -0.101 | -0.0505 |
| after floorplan | - | 33 | 0 | 0.0846 |
| after detailed placement | 12.1 | 95 | -5.79 | -0.918 |
power by group through the flow:
stage	registers (mW)	logic (mW)	clock network, mW
4_1_cts	0	0.128	0
5_1_grt	0	0.147	0
6_report	0	0.133	0
worst max-delay path by stage:
stage                 start  slack (ns)  to  cells after the start
final                    x2       -0.02  f0                      6
after CTS                x2       -0.05  f0                      6
after global routing     x2       -0.06  f0                      6
worst max-delay path, delay by kind of cell:
| kind | cells | cell delay, ns |
|---|---|---|
| buffers and inverters | 4 | 0.48 |
| XOR/XNOR | 1 | 0.12 |
| AND-OR/OR-AND | 1 | 0.20 |
Power and IR drop assume default switching activity.
